[design/flow/config.mk]
export PLATFORM = sky130hd
export DESIGN_NAME = decoder_6_64
export DESIGN_NICKNAME = decoder_6_64
export VERILOG_FILES = /design/flow/design.v
export SDC_FILE = /design/flow/constraint.sdc
export NUM_CORES = 4
export LEC_CHECK = 1
export CORE_AREA = 10 10 70 70
export DIE_AREA = 0 0 80 80
[design/flow/constraint.sdc]
current_design decoder_6_64

set clk_period 1.7
set clk_io_pct 0.2

create_clock -name clk0 -period $clk_period

set non_clock_inputs [all_inputs -no_clocks]
set_input_delay [expr $clk_period * $clk_io_pct] -clock clk0 $non_clock_inputs
set_output_delay [expr $clk_period * $clk_io_pct] -clock clk0 [all_outputs]
[design/flow/design.v]
module dff #(
    parameter WIDTH = 1 
)( 
    input  logic    	     clk,
    input  logic	         rst_n,
    input  logic [WIDTH-1:0] din,
    output logic [WIDTH-1:0] dout
);
    always_ff @(posedge clk) begin
        if (!rst_n) begin
            dout <= 'd0;
        end else begin
            dout <= din;
        end
    end
endmodule
module dffe #(
    parameter WIDTH = 1 
)( 
    input  logic    	     clk,
    input  logic	         rst_n,
    input  logic             en,
    input  logic [WIDTH-1:0] din,
    output logic [WIDTH-1:0] dout
);
    always_ff @(posedge clk) begin
        if (!rst_n) begin
            dout <= 'd0;
        end else if (en) begin
            dout <= din;
        end
    end
endmodule
module decoder_2_4 (
    input  logic [ 1:0] in,
    output logic [ 3:0] out
);
    for (genvar i=0; i<4; i++) begin : gen_for_dec_2_4
        assign out[i] = (in == i);
    end : gen_for_dec_2_4
endmodule
module decoder_5_32 (
    input  logic [ 4:0] in,
    output logic [31:0] out
);
    for (genvar i=0; i<32; i++) begin : gen_for_dec_5_32
        assign out[i] = (in == i);
    end : gen_for_dec_5_32
endmodule
module decoder_6_64 (
    input  logic [ 5:0] in,
    output logic [63:0] out
);
    for (genvar i=0; i<64; i++) begin : gen_for_dec_6_64 
        assign out[i] = (in == i);
    end : gen_for_dec_6_64
endmodule
[design/flow/run.sh]
#!/bin/bash
# OpenROAD 26Q1-2900-gdf79404cd8, Yosys 0.63+post, stock flow scripts
make -C /OpenROAD-flow-scripts/flow DESIGN_CONFIG=/design/flow/config.mk WORK_HOME=/design/flow/orfs finish
==> load_flow_metrics.sql <==
-- metrics for the results database
INSERT INTO impl_metrics (metric_group, metric, value, unit) VALUES
('critical_path', 'startpoint', 'in[4]', ''),
('final_timing', 'timing_hold_violations_final', '0', ''),
('critical_path', 'crit_slowest_cell', 'sky130_fd_sc_hd__or4b_4', ''),
('final_layout', 'layout_top_cell', 'sky130_fd_sc_hd__nor2_1', ''),
('critical_path', 'crit_chain', 'buf_8 -> or4b_4 -> buf_6 -> buf_6 -> nor2_4 -> buf_2', ''),
('global_route', 'largest_net_degree_at_the_start_of_global_routing', '9', ''),
('drt', 'drt_pass1_iterations', '4', ''),
('final_layout', 'drive_above_1_share', '59.5', '%'),
('global_route', 'grt.total_usage', '10.6', '%'),
('global_route', 'grt_first_pass_wirelength', '5660', 'um'),
('final_layout', 'flops', '0', ''),
('final_layout', 'syn_to_final_growth', '286', '%'),
('worst_hold_path', 'worstHoldPathType', 'input pin to output port', ''),
('place', 'place.port_buffers', '70', ''),
('final_layout', 'layout.cells.most_common_list', 'sky130_fd_sc_hd__nor2_1 (36), sky130_fd_sc_hd__buf_4 (33), sky130_fd_sc_hd__dlygate4sd2_1 (31)', ''),
('logic_synthesis', 'yosysCellCount', '95', ''),
('logic_synthesis', 'yosys.area.top_type', 'sky130_fd_sc_hd__nor2_1', ''),
('final_timing', 'worst_slack', '-0.0539', 'ns'),
('final_timing', 'relSlewSlack', '87.0', '%'),
('job', 'max_cap_violations', '0', ''),
('logic_synthesis', 'synthesis.area_per_instance', '4.90', 'um2'),
('outcome', 'violations', 'setup timing', ''),
('final_layout', 'n_fill_cell', '300', ''),
('drt', 'drt-met1-wl', '1590', 'um'),
('floorplanning', 'std_cell_rows', '21', ''),
('final_timing', 'grt_setup_unrepaired', 'yes', ''),
('drt', 'met2RoutedLength', '1930', 'um'),
('job', 'tool_warnings', '34', ''),
('floorplanning', 'io_pins', '70', ''),
('final_timing', 'post-route-period-util', '103', '%'),
('floorplanning', 'horizontal_die_dimension', '80', 'um'),
('final_timing', 'report.final.slew_viol_count', '0', ''),
('global_route', 'first_global_vias', '1074', ''),
('drt', 'remaining_drc_errors', '0', ''),
('global_route', 'antenna_found_initial', '0', ''),
('final_timing', 'period_needed', '1.75', 'ns'),
('critical_path', 'crit_path_max_fanout', '7', ''),
('outcome', 'run_status', 'finished with violations', ''),
('critical_path', 'worst_path_most_repeated_cell', 'sky130_fd_sc_hd__buf_6', ''),
('place', 'gpl.final_weighted_congestion', '0.727', ''),
('logic_synthesis', 'ys_chip_area', '465', 'um2'),
('drt', 'routedWlPerCell', '14.9', 'um'),
('critical_path', 'crit_required', '1.36', 'ns'),
('clock_tree', 'holdBufCountCts', '0', ''),
('drt', 'dr_wl_met3', '290', 'um'),
('logic_synthesis', 'yosysTopAreaCellShare', '51.6', '%'),
('final_layout', 'area.sequential', '0', 'um2'),
('floorplanning', 'fp.coreArea', '3420', 'um2'),
('critical_path', 'critical_path.endpoint_type', 'output port', ''),
('final_timing', 'worst_pin_slew', '0.194', 'ns'),
('floorplanning', 'floorplan.die.height', '80', 'um'),
('critical_path', 'critical_path_buf_inv_count', '4', ''),
('logic_synthesis', 'syn-cell-area', '465', 'um2'),
('power_and_ir_drop', 'power.static_leakage', '1.01', 'nW'),
('logic_synthesis', 'synth.top_cells.by_area', 'sky130_fd_sc_hd__nor2_1 (52%), sky130_fd_sc_hd__nand4bb_1 (15%), sky130_fd_sc_hd__or4b_1 (8.6%)', ''),
('drt', 'drt.antenna.violating_nets', '0', ''),
('power_and_ir_drop', 'worst_ir_drop_vdd', '53.4', 'uV'),
('drt', 'drt-total-wl', '3810', 'um'),
('critical_path', 'arrival', '1.41', 'ns'),
('final_layout', 'clkbuf_count', '0', ''),
('final_timing', 'timing.fmax', '570', 'MHz'),
('floorplanning', 'initial_utilization', '13.6', '%'),
('drt', 'detailedRoute.firstIterationViolations', '23', ''),
('critical_path', 'delay_of_the_slowest_critical_path_stage', '0.54', 'ns'),
('critical_path', 'setup.worst_path.class', 'input pin to output port', ''),
('drt', 'insertedDiodeCount', '0', ''),
('worst_hold_path', 'holdCritStartpoint', 'in[5]', ''),
('logic_synthesis', 'yosys_warnings', '0', ''),
('final_layout', 'final_design_utilization', '52.6', '%'),
('logic_synthesis', 'yosysSeqAreaShare', '0', '%'),
('final_timing', 'setup_viol_count_final', '3', '');
[cells in the mapped netlist (all sizes together)]
library cell and instances:
or4 1, nand4bb 6, nor2 64, nand2 1, or4b 4, nand2b 2
nand4 1, clkbuf 10, nand4b 4, or2 1, buf 1
[worst min-delay path, cell delays in order]
cell and delay [ns]:
sky130_fd_sc_hd__buf_8 0.09, sky130_fd_sc_hd__or4_4 0.14, sky130_fd_sc_hd__nor2_1 0.04, sky130_fd_sc_hd__buf_2 0.10
[timing repair]
| item | in CTS | in global routing |
|---|---|---|
| resized | 176 | 42 |
| buffers inserted | 31 | 10 |
| gates cloned | 4 | 0 |
| pin swaps | 41 | 20 |
| setup endpoints to repair | 64 | 34 |
[layout make-up]
cell class                 count  area [um2]  share of cell area, %
multi-input combinational     85         654                   36.4
tap                           46        57.6                   3.20
timing repair buffer         125        1080                   60.4
[final timing paths]
path              cells past startpoint  slack [ns]      to
setup / recovery                      6       -0.05  out[5]
hold / removal                        4        1.05  out[3]
[kinds of logic (layout without fill, tap and decap cells)]
| group | count (synthesis) | after routing | synth area share (%) |
|---|---|---|---|
| simple gates | 84 | 85 | 90.9 |
| buf+inv | 11 | 125 | 9.14 |
[stage by stage]
step | TNS (ns) | std cells | setup WS [ns] | area, um2 | power [mW]
floorplan | 0 | 95 | 0.295 | 465 | 0.0550
global placement | -37.47 | 216 | -0.717 | 1300 | 0.141
detailed placement | -38.18 | 216 | -0.729 | 1300 | 0.143
CTS | -1.00 | 251 | -0.218 | 1670 | 0.235
global route | -0.258 | 256 | -0.0783 | 1800 | 0.271
finish | -0.123 | 256 | -0.0539 | 1800 | 0.256
[routing by layer]
| layer | GRT usage [%] | vias up |
|---|---|---|
| met4 | 0 | 0 |
| met2 | 19.3 | 30 |
| met1 | 12.8 | 498 |
| met5 | 0 | - |
| li1 | - | 545 |
| met3 | 2.73 | 0 |
[where the power goes]
group	leakage [nW]	switching (mW)	total (mW)	internal, mW
sequential	0	0	0	0
combinational	1.01	0.110	0.256	0.146
clock	0	0	0	0
Power and IR drop assume default switching activity.
